**design/flow/design.v**
```verilog
`timescale 1ns / 1ps
module ADD(
    input [31:0] a,
    input [31:0] b,
    output [31:0] out
    );
	assign out = a + b;
endmodule
`timescale 1ns / 1ps
module ALU(
    input [31:0] a,
    input [31:0] b,
    input [3:0] aluc,
    output reg[31:0] r,
    output reg z
    );
	always @(*) begin
		case(aluc)
			4'b0000,4'b1000: r = a + b;
			4'b0001,4'b1001: r = a & b;
			4'b0010,4'b1010: r = a ^ b;
			4'b0011: r = b << a[4:0];
			4'b0100,4'b1100: r = a - b;
			4'b0101,4'b1101: r = a | b;
			4'b0110,4'b1110: r = b[15:0] << 16;
			4'b0111:r = b >> a[4:0];
			4'b1111:r = b >>> a[4:0];
		endcase
		z = (r == 0) ? 1:0;
	end
endmodule
`timescale 1ns / 1ps
module CTR(
    input z,
    input [5:0] op,
    input [5:0] func,
    output reg sext,
    output reg regrt,
    output reg jal,
    output reg wreg,
    output reg alium,
    output reg wmen,
    output reg [3:0] aluc,
    output reg shift,
    output reg [1:0] prsource,
    output reg m2reg
    );
	always @(*) begin
		case (op)
			6'b000000: begin
				case (func)
					6'b100000: begin
						sext  <= 0;
						regrt <= 0;
						jal   <= 0;
						wreg  <= 1;
						alium <= 0;
						wmen  <= 0;
						aluc  <= 4'b0000;
						shift <= 0;
						prsource <= 2'b00;
						m2reg <= 0;
					end
					6'b100010: begin
						sext  <= 0;
						regrt <= 0;
						jal   <= 0;
						wreg  <= 1;
						alium <= 0;
						wmen  <= 0;
						aluc  <= 4'b0100;
						shift <= 0;
						prsource <= 2'b00;
						m2reg <= 0;
					end
					6'b100100: begin
						sext  <= 0;
						regrt <= 0;
						jal   <= 0;
						wreg  <= 1;
						alium <= 0;
						wmen  <= 0;
						aluc  <= 4'b0001;
						shift <= 0;
						prsource <= 2'b00;
						m2reg <= 0;
					end
					6'b100101: begin
						sext  <= 0;
						regrt <= 0;
						jal   <= 0;
						wreg  <= 1;
						alium <= 0;
						wmen  <= 0;
						aluc  <= 4'b0101;
						shift <= 0;
						prsource <= 2'b00;
						m2reg <= 0;
					end
					6'b100110: begin
						sext  <= 0;
						regrt <= 0;
						jal   <= 0;
						wreg  <= 1;
						alium <= 0;
						wmen  <= 0;
						aluc  <= 4'b0010;
						shift <= 0;
						prsource <= 2'b00;
						m2reg <= 0;
					end
					6'b000000: begin
						sext  <= 0;
						regrt <= 0;
						jal   <= 0;
						wreg  <= 1;
						alium <= 0;
						wmen  <= 0;
						aluc  <= 4'b0011;
						shift <= 1;
						prsource <= 2'b00;
						m2reg <= 0;
					end
					6'b000010: begin
						sext  <= 0;
						regrt <= 0;
						jal   <= 0;
						wreg  <= 1;
						alium <= 0;
						wmen  <= 0;
						aluc  <= 4'b0111;
						shift <= 1;
						prsource <= 2'b00;
						m2reg <= 0;
					end
					6'b000011: begin
						sext  <= 0;
						regrt <= 0;
						jal   <= 0;
						wreg  <= 1;
						alium <= 0;
						wmen  <= 0;
						aluc  <= 4'b1111;
						shift <= 1;
						prsource <= 2'b00;
						m2reg <= 0;
					end
					6'b001000: begin
						sext  <= 0;
						regrt <= 0;
						jal   <= 0;
						wreg  <= 0;
						alium <= 0;
						wmen  <= 0;
						aluc  <= 4'b1111;
						shift <= 1;
						prsource <= 2'b10;
						m2reg <= 0;
					end
				endcase
			end
			6'b001000: begin
				sext  <= 1;
				regrt <= 1;
				jal   <= 0;
				wreg  <= 1;
				alium <= 1;
				wmen  <= 0;
				aluc  <= 4'b0000;
				shift <= 0;
				prsource <= 2'b00;
				m2reg <= 0;
			end
			6'b001100: begin
				sext  <= 1;
				regrt <= 1;
				jal   <= 0;
				wreg  <= 1;
				alium <= 1;
				wmen  <= 0;
				aluc  <= 4'b0001;
				shift <= 0;
				prsource <= 2'b00;
				m2reg <= 0;
			end
			6'b001101: begin
				sext  <= 1;
				regrt <= 1;
				jal   <= 0;
				wreg  <= 1;
				alium <= 1;
				wmen  <= 0;
				aluc  <= 4'b0101;
				shift <= 0;
				prsource <= 2'b00;
				m2reg <= 0;
			end
			6'b001110: begin
				sext  <= 1;
				regrt <= 1;
				jal   <= 0;
				wreg  <= 1;
				alium <= 1;
				wmen  <= 0;
				aluc  <= 4'b0010;
				shift <= 0;
				prsource <= 2'b00;
				m2reg <= 0;
			end
			6'b100011: begin
				sext  <= 1;
				regrt <= 1;
				jal   <= 0;
				wreg  <= 1;
				alium <= 1;
				wmen  <= 0;
				aluc  <= 4'b0000;
				shift <= 0;
				prsource <= 2'b00;
				m2reg <= 1;
			end
			6'b101011: begin
				sext  <= 0;
				regrt <= 1;
				jal   <= 0;
				wreg  <= 0;
				alium <= 1;
				wmen  <= 1;
				aluc  <= 4'b0000;
				shift <= 0;
				prsource <= 2'b00;
				m2reg <= 1;
			end
			6'b001111: begin
				sext  <= 1;
				regrt <= 1;
				jal   <= 0;
				wreg  <= 1;
				alium <= 1;
				wmen  <= 0;
				aluc  <= 4'b0110;
				shift <= 0;
				prsource <= 2'b00;
				m2reg <= 0;
			end
			6'b000010: begin
				sext  <= 1;
				regrt <= 1;
				jal   <= 0;
				wreg  <= 0;
				alium <= 1;
				wmen  <= 0;
				aluc  <= 4'b0110;
				shift <= 0;
				prsource <= 2'b11;
				m2reg <= 0;
			end
			6'b000011: begin
				sext  <= 1;
				regrt <= 1;
				jal   <= 1;
				wreg  <= 1;
				alium <= 1;
				wmen  <= 0;
				aluc  <= 4'b0110;
				shift <= 0;
				prsource <= 2'b11;
				m2reg <= 0;
			end
			6'b000100: begin
				if(z == 1) begin
					sext  <= 0;
					regrt <= 1;
					jal   <= 1;
					wreg  <= 0;
					alium <= 0;
					wmen  <= 0;
					aluc  <= 4'b0100;
					shift <= 0;
					prsource <= 2'b01;
					m2reg <= 0;
				end
				else begin
					sext  <= 0;
					regrt <= 1;
					jal   <= 1;
					wreg  <= 0;
					alium <= 0;
					wmen  <= 0;
					aluc  <= 4'b0100;
					shift <= 0;
					prsource <= 2'b00;
					m2reg <= 0;
				end
			end
			6'b000101: begin
				if(z == 1) begin
					sext  <= 0;
					regrt <= 1;
					jal   <= 1;
					wreg  <= 0;
					alium <= 0;
					wmen  <= 0;
					aluc  <= 4'b0100;
					shift <= 0;
					prsource <= 2'b00;
					m2reg <= 0;
				end
				else begin
					sext  <= 0;
					regrt <= 1;
					jal   <= 1;
					wreg  <= 0;
					alium <= 0;
					wmen  <= 0;
					aluc  <= 4'b0100;
					shift <= 0;
					prsource <= 2'b01;
					m2reg <= 0;
				end
			end
		endcase
	end
endmodule 
`timescale 1ns / 1ps
module DM(
    input [31:0] addr,
    input [31:0] datain,
    input wmem,
	 input clk,
    output [31:0] dataout
    );
	reg [31:0] mem [0:31];
	initial begin
		mem[0] = 32'b1;
		mem[1] = 32'b1;
		mem[2] = 32'b0;
	end
	assign dataout = mem[addr];
	always @(posedge clk) begin
		if (wmem == 1) mem[addr] = datain;
	end
endmodule
`timescale 1ns / 1ps
module DS2(
    input [31:0] data1,
    input [31:0] data2,
    input select,
    output [31:0] out
    );
	 assign out = select == 0 ? data1:data2;
endmodule
`timescale 1ns / 1ps
module DS25(
    input [4:0] a,
    input [4:0] b,
    input select,
    output [4:0] out
    );
	assign out = select == 0 ? a:b;
endmodule
`timescale 1ns / 1ps
module DS4(
    input [31:0] data1,
    input [31:0] data2,
    input [31:0] data3,
    input [31:0] data4,
    input [1:0] select,
    output reg [31:0] out
    );
	always @(*) begin
		case(select)
			2'b00: out = data1;
			2'b01: out = data2;
			2'b10: out = data3;
			2'b11: out = data4;
		endcase
	end
endmodule
`timescale 1ns / 1ps
module E(
    input [15:0] imm,
    input sext,
    output reg[31:0] out
    );
	always @(*) begin
		if (sext == 0) out = imm;
		else
			begin
				if (imm[15] == 1) out = 32'b11111111111111110000000000000000 | imm;
				else out = imm;
			end
	end
endmodule
`timescale 1ns / 1ps
module F(
    input [4:0] reg_dest,
    input jal,
    output [4:0] reg_out
    );
	assign reg_out = reg_dest | {5{jal}};
endmodule
`timescale 1ns / 1ps
module IM(
    input [31:0] addr,
    output [31:0] out
    );
	wire [31:0] mem [0:31];
	assign mem[0] = 32'b10001101100010000000000000000000;
	assign mem[1] = 32'b10001101100010010000000000000100;
	assign mem[2] = 32'b00000001001010000101000000100000;
	assign mem[3] = 32'b10101101100010100000000000001000;
	assign mem[4] = 4;
	assign mem[5] = 5;
	assign mem[6] = 6;
	assign mem[7] = 7;
	assign out = mem[addr];
endmodule
`timescale 1ns / 1ps
module PC(
    input [31:0] npc,
    input clk,
	 input reset,
    output reg [31:0] out
    );
	always @(posedge clk or negedge reset) begin
		if(reset == 0)
			out = 32'h00000000;
		else
			out = npc;
	end
endmodule
`timescale 1ns / 1ps
module REG(
    input [4:0] rna,
    input [4:0] rnb,
    input [4:0] wn,
    input [31:0] datain,
    input clk,
    input wreg,
	 input reset,
    output [31:0] qa,
    output [31:0] qb
    );
	 reg [31:0] register[1:31];
	 assign qa = (rna == 0)? 0:register[rna];
	 assign qb = (rnb == 0)? 0:register[rnb];
	 integer i;
	 always @(posedge clk or negedge reset)
		if(reset == 0) begin
			for ( i = 1;i<32;i = i + 1)
				register[i] = 0;
		end
		else if((wn != 0) && (wreg == 1))
			register[wn] = datain;
endmodule
`timescale 1ns / 1ps
module TOTAL(
    input clock,
    input reset,
    input mem_clk,
    output [31:0] inst,
    output [31:0] pc,
    output [31:0] aluout,
    output [31:0] memout
    );
	wire [31:0] npc,imaddr,imout;
	wire [31:0] npc_ds_1,npc_ds_2;
	wire [1:0] npc_select;
	wire z;
	wire mysext,myregrt,mywreg,myalium,mywmem,myshift,myjal,mym2reg;
	wire [3:0] myaluc;
	wire [31:0] eout;
	wire [4:0] wnout,wn;
	wire [31:0] reg_addr;
	wire [31:0] dataout;
	wire [31:0] regqa,regqb;
	wire [31:0] alua,alub;
	wire [31:0] aluresult;
	wire [31:0] dmout;
	wire [31:0] sak = {27'b0,imout[10:6]};
	wire [31:0] npc_ds_4 = {npc_ds_1[31:28],imout[25:0],2'b0};
	DS4 mynpc(npc_ds_1,npc_ds_2,regqa,npc_ds_4,npc_select,npc);
	PC mypc(npc,clock,reset,imaddr);
	ADD mynpcadd(imaddr,4,npc_ds_1);
	IM myim({2'b00,imaddr[31:2]},imout);
	CTR myctrl(z,imout[31:26],imout[5:0],mysext,myregrt,myjal,mywreg,myalium,mywmem,myaluc,myshift,npc_select,mym2reg);
	E mye(imout[15:0],mysext,eout);
	DS25 mywn(imout[15:11],imout[20:16],myregrt,wnout);
	F myf(wnout,myjal,wn);
	DS2 myd(dataout,npc_ds_1,myjal,reg_addr);
	REG myreg(imout[25:21],imout[20:16],wn,reg_addr,mem_clk,mywreg,reset,regqa,regqb);
	DS2 aluain(regqa,sak,myshift,alua);
	DS2 alubin(regqb,eout,myalium,alub);
	ALU myalu(alua,alub,myaluc,aluresult,z);
	DM mydm({2'b00,aluresult[31:2]},regqb,mywmem,mem_clk,dmout);
	DS2 dmsel(aluresult,dmout,mym2reg,dataout);
	ADD npc2(npc_ds_1,{eout[31:2],2'b0},npc_ds_2);
	assign pc = imaddr;
	assign inst = imout;
	assign aluout = aluresult;
	assign memout = dmout;
endmodule
```
**design/flow/run.sh**
```bash
#!/bin/bash
# OpenROAD 26Q1-2900-gdf79404cd8, Yosys 0.63+post, stock flow scripts
make -C /OpenROAD-flow-scripts/flow DESIGN_CONFIG=/design/flow/config.mk WORK_HOME=/design/flow/orfs finish
```
**design/flow/config.mk**
```make
export PLATFORM = sky130hd
export DESIGN_NAME = TOTAL
export DESIGN_NICKNAME = TOTAL
export VERILOG_FILES = /design/flow/design.v
export SDC_FILE = /design/flow/constraint.sdc
export NUM_CORES = 4
export LEC_CHECK = 1
export CORE_UTILIZATION = 50
```
**design/flow/constraint.sdc**
```tcl
current_design TOTAL

set clk_period 4.4
set clk_io_pct 0.2

create_clock -name clk0 -period $clk_period [get_ports {clock}]
create_clock -name clk1 -period $clk_period [get_ports {mem_clk}]

set non_clock_inputs [all_inputs -no_clocks]
set_input_delay [expr $clk_period * $clk_io_pct] -clock clk0 $non_clock_inputs
set_output_delay [expr $clk_period * $clk_io_pct] -clock clk0 [all_outputs]
```
==> results.txt <==
Purpose: to document the outcome of synthesis and place and route.

Status
The flow ran to the end, and the final reports show no timing, DRC or antenna violations.

Logic synthesis
The synthesis report names the predominant flop master as sky130_fd_sc_hd__edfxtp_1. The post-synthesis cell count from yosys is 3650.

After synthesis, the cell types taking the most area are sky130_fd_sc_hd__edfxtp_1 55%, sky130_fd_sc_hd__mux4_2 10%, sky130_fd_sc_hd__dfrtp_1 8.5%. The mean area per synthesized cell is roughly 15 sq um. The cell area that synthesis handed to floorplanning was between 0.05 and 0.06 sq mm.

The count of yosys warnings during synthesis is 777. In the synthesized netlist the async set-or-reset flop fraction comes to 15.26%. In the Yosys stats the netlist draws on between 90 and 100 distinct library cells. The dominant cell type by area after synthesis is sky130_fd_sc_hd__edfxtp_1. Per the synth log, the flip-flop and latch total comes to roughly 1300. The count of library flops with an enable pin is just over 1000.

The share of Yosys cell area claimed by the top area cell type is 54.71%. The cell count after synthesis is roughly 3700. The chip area from the yosys synthesis statistics is around 0.056 sq mm.

Route
The detailed-route vias per instance is roughly 6.5. The post-route antenna net violation count is 0. The number of remaining DRC errors is 0. The first detailed-routing pass took 6 iterations. The routed layout has between 30000 and 40000 vias. The aggregate routed wire length is roughly 190 mm. The routed design shows a wire length per standard cell of 35.67 microns. The count of routing violations after the opening detailed-route iteration is slightly below 3000.

Global routing
The first global-routing pass estimated roughly 270 mm of wire. The largest net degree at the start of global routing is approximately 120. The via count of the first global-routing pass was 36480. The initial antenna violation count is 3. The global-route usage over all layers is approximately 38%. After global routing the overflow that remains totals 0.

Worst setup path
The type of the setup path with the least slack is reg -> out. The worst setup path is launched from a register. The critical path data arrival time is about 3.1 ns.

Measured in cells, the most critical reg-to-reg path has a length of 8. The end of the worst register-to-register path is mypc.out[16]. The element type at the critical path end is an output pin.

The critical path maximum fanout is 2. The worst-case register-to-register setup slack is 1.31 ns. According to the timing report, the data required time at the worst endpoint equals about 3.5 ns. For the worst reg-to-reg path, the startpoint reported by OpenROAD is mypc.out[3].

STA
Counting endpoints that fail hold in the final report gives 0. The final timing report lists clock skew as around 0.067 ns. The transition time recorded at the tightest slew-check pin is 1.015 ns. In this run the tightest slew margin relative to its limit is 31.27%. The count of endpoints without a timing constraint is around 1100. The setup TNS is 0 ns. The count of unclocked register or latch pins is ~42. Setup repair after global routing left no endpoint under its margin. The final setup violation count is 0. Pins over their slew limit in the final report were tallied at 0.

Clocking
Buffers added to address setup during post-CTS repair amount to 0. TritonCTS built the clock tree. The clock edge transition at the registers on the reported setup and hold paths is 0.07 ns. The number of buffers inserted by hold repair at cts is 0. The cell resize tally after clock tree synthesis is 0.

Placed design
Detailed placement reports a standard cell area of a little under 0.06 sq mm. After legalization and detailed placement, the total HPWL measured between 100 and 150 mm. During placement, the flow inserted port buffers numbering approximately 110. The final weighted congestion recorded by global placement is a little over 1.

Layout
The top cell type in the final layout, fill and taps aside, is sky130_fd_sc_hd__edfxtp_1. The layout summary lists the proportion of cells stronger than drive strength 1 as about 22%. By instance count after routing, the leading logic cell types are 1024 x sky130_fd_sc_hd__edfxtp_1, 258 x sky130_fd_sc_hd__mux4_2, 250 x sky130_fd_sc_hd__nand2_1. The post-layout instance area is ~0.063 sq mm. The tally of filler cells in the layout is 8432.

The area added between synthesis and finish is 12.71%.

Run
The number of warnings reported in the stage logs is 67. The max capacitance violation total is 0.

Floorplanning
In the floorplan report the effective utilization is between 50% and 60%. The number of top-level design ports is 131. According to the floorplan report, the die height is 337.3 microns. The floorplan has approximately 120 rows.

The placeable core region is roughly 0.11 sq mm. The die is between 300 and 400 microns wide. The overall chip area is around 0.11 sq mm.

Worst hold path
The class of the tightest hold or removal check is in -> async.

Power
In this run the power density over the cells is roughly 360 mW/mm^2. The power report puts the leakage power at 17.60 nW. The worst-case vdd ir drop is ~0.35 mV.
==> synth_stat cells, types with 9 or more instances <==
master	instances
sky130_fd_sc_hd__a211oi_1	26
sky130_fd_sc_hd__mux2_2	196
sky130_fd_sc_hd__clkbuf_1	179
sky130_fd_sc_hd__dfrtp_1	192
sky130_fd_sc_hd__nand2b_1	11
sky130_fd_sc_hd__nor3_1	27
sky130_fd_sc_hd__nand4_1	12
sky130_fd_sc_hd__inv_1	79
sky130_fd_sc_hd__o31ai_1	11
sky130_fd_sc_hd__nor2b_1	10
sky130_fd_sc_hd__o32ai_2	11
sky130_fd_sc_hd__xor2_1	32
sky130_fd_sc_hd__dlxtn_1	42
sky130_fd_sc_hd__a21oi_1	126
sky130_fd_sc_hd__a31oi_1	35
sky130_fd_sc_hd__nand2_1	251
sky130_fd_sc_hd__nand3_1	68
sky130_fd_sc_hd__o211ai_1	18
sky130_fd_sc_hd__a32oi_1	23
sky130_fd_sc_hd__xnor2_1	49
sky130_fd_sc_hd__ha_1	102
sky130_fd_sc_hd__mux4_2	258
sky130_fd_sc_hd__o22ai_1	13
sky130_fd_sc_hd__buf_2	31
sky130_fd_sc_hd__buf_4	34
sky130_fd_sc_hd__a21o_1	20
sky130_fd_sc_hd__a221o_1	10
sky130_fd_sc_hd__nand4b_1	12
sky130_fd_sc_hd__a22o_1	58
sky130_fd_sc_hd__mux2i_1	64
sky130_fd_sc_hd__a221oi_1	33
sky130_fd_sc_hd__a22oi_1	90
sky130_fd_sc_hd__edfxtp_1	1024
sky130_fd_sc_hd__buf_1	39
sky130_fd_sc_hd__o21ai_0	102
sky130_fd_sc_hd__nor2_1	182
sky130_fd_sc_hd__o221ai_1	10
sky130_fd_sc_hd__inv_2	9
sky130_fd_sc_hd__and3_1	20
==> where the power goes <==
part	total, mW	internal (mW)	switching [mW]	leakage, nW
Combinational	0.0395	0.00279	0.0367	7.34
Sequential	12.3	12.3	0	8.36
Clock	10.2	5.75	4.42	1.90
Total	22.5	18.1	4.46	17.6
==> area by class of cell <==
type / instances / area (sq um) / share of cell area (%)
Sequential cell: 1258 / 36200 / 57.14
Inverter: 93 / 352.8 / 0.5569
Tap cell: 1488 / 1862 / 2.939
Multi-Input combinational cell: 2027 / 18810 / 29.69
Clock inverter: 72 / 743.2 / 1.173
Clock buffer: 151 / 3192 / 5.038
Timing Repair Buffer: 248 / 2188 / 3.454
Antenna cell: 4 / 10.01 / 0.01580
==> state kept, by name, indices dropped and copies added (netlist names) <==
signal           flops
mydm.mem          1024
myctrl.alium         1
myctrl.prsource      1
myalu.r             32
myctrl.aluc          4
myreg.register     160
myctrl.wmen          1
myctrl.shift         1
myctrl.m2reg         1
myctrl.wreg          1
mypc.out            32
==> how the worst max path moves through the flow <==
| stage | from | to | cells after the start |
|---|---|---|---|
| after CTS | mydm.mem[10][17] | memout[17] | 5 |
| after global routing | mydm.mem[8][17] | memout[17] | 5 |
| final | mydm.mem[10][17] | memout[17] | 5 |
==> per-stage QoR <==
step / instances / util [%] / total power [mW] / hold WS [ns] / setup WS (ns)
final: 5341 / 57.01 / 22.54 / 0.1544 / 0.4631
after global routing: 5337 / 57.00 / 23.09 / 0.2123 / 0.3720
after CTS: 5337 / 57.00 / 22.71 / 0.1762 / 0.4625
after detailed placement: 5114 / 53.46 / 12.61 / 0.3662 / 0.9399
after global placement: 5114 / 53.46 / 12.61 / 0.3661 / 1.009
after floorplan: 3664 / - / 12.58 / 0.4290 / 0.8547
==> critical path: stages, from the launching register on <==
cell	delay, ns
sky130_fd_sc_hd__edfxtp_1	0.37
sky130_fd_sc_hd__mux4_2	0.46
sky130_fd_sc_hd__a22o_1	0.25
sky130_fd_sc_hd__a221oi_1	0.24
sky130_fd_sc_hd__nand3_1	0.42
sky130_fd_sc_hd__clkdlybuf4s50_1	0.57
==> kinds of logic (layout without fill, tap and decap cells) <==
kind of cell	Yosys count	in the layout	share of synthesized area, %
other cells	1	19	0.006672
latches	42	42	1.122
fa+ha+maj	103	103	2.306
mux	519	519	15.42
xor+xnor	81	81	1.262
flops	1216	1216	63.25
buf+inv	379	564	2.874
simple gates	651	651	5.376
compound gates	658	658	8.376
==> layer usage <==
layer  up-vias  GRT usage, %  wire, microns
met5         -         3.064            311
met4        14         12.78           8539
met3       377         23.65          30260
met2      2424         51.71          85070
met1     17260         52.28          66340
li1      14540             -              -
Power and IR drop assume default switching activity.
